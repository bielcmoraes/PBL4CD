==> /design/flow/design.v <==
module Frequencia200Hz (Pulse, Fdividida);
	input Pulse;  
	output reg Fdividida;  
	reg[27:0] counter=28'd0;
	parameter DIVISOR = 28'd250000;
	always @(posedge Pulse)
	begin
	 counter <= counter + 28'd1;
	 if(counter>=(DIVISOR-1))
		counter <= 28'd0;
		Fdividida <= (counter<DIVISOR/2)?1'b1:1'b0;
	end
endmodule 
==> /design/flow/run.sh <==
#!/bin/bash
# OpenROAD 26Q1-2900-gdf79404cd8, Yosys 0.63+post, stock flow scripts
make -C /OpenROAD-flow-scripts/flow DESIGN_CONFIG=/design/flow/config.mk WORK_HOME=/design/flow/orfs finish
==> /design/flow/config.mk <==
export PLATFORM = sky130hd
export DESIGN_NAME = Frequencia200Hz
export DESIGN_NICKNAME = Frequencia200Hz
export VERILOG_FILES = /design/flow/design.v
export SDC_FILE = /design/flow/constraint.sdc
export NUM_CORES = 4
export LEC_CHECK = 1
export CORE_AREA = 10 10 95 95
export DIE_AREA = 0 0 105 105
==> /design/flow/constraint.sdc <==
current_design Frequencia200Hz

set clk_period 3.9
set clk_io_pct 0.2

create_clock -name clk0 -period $clk_period [get_ports {Pulse}]

set non_clock_inputs [all_inputs -no_clocks]
set_input_delay [expr $clk_period * $clk_io_pct] -clock clk0 $non_clock_inputs
set_output_delay [expr $clk_period * $clk_io_pct] -clock clk0 [all_outputs]
==> impl_metrics.toml <==
# synthesis and place-and-route metrics
[outcome]
status = "completed"

[floorplan]
core_um2 = 6910
die_area_um2 = 11000
fp.dieH_um = 105
dieWidth_um = 105
io_pins = 2
fp_util_pct = 16.2
row_count = 30

[sta]
max-slew-margin-rel_pct = 60.9
holdWs_ps = 511
period_used_pct = 47.7
fmax_mhz = 537
timing.final.crit_period_ps = 1860
setup_viol = 0
setup_tns_ps = 0
rsz0062_at_grt = "false"
report.final.slew_viol_count = 0
finalWorstSetupSlack_ps = 2040
fin_skew_ps = 1.98
hold_viol_final = 0
worst_slew_pin_slew_ps = 586

[clock_network]
post-cts-setup-buffer-count = 0
cts_root_buffer = "clkbuf_8"
htree_levels = 2
cts_tree = "yes"
worst_setup_hold_path_clk_slew_ps = 60
clockBufferDepth = 2
insertion_delay_ps = 270
postCtsResizedCells = 0
numCtsBuffers = 5
hold_buffers = 0
clkSinkCount = 29

[hold_path]
hold_start = "counter[0]$_SDFF_PP0_"
min_path_type = "flop to flop"

[power_and_ir_drop]
p_sw_uw = 110
cellPowerDensity_nw_per_um2 = 474
power_frac_seq_pct = 45.5
p_int_uw = 556
p_comb_share_pct = 0.2
clkPwrFrac_pct = 54.2
swShare_pct = 16.6
ir_drop_v = 0.000229
leakagePower_nw = 0.440

[global_routing]
first_global_vias = 836
grt_max_degree = 19
grt_pass1_wl_mm = 3.66
gr-usage-all-layers_pct = 3.71
grt.overflow.total = 0
antenna_found_initial = 0

[placement]
post-place-ws_ps = 2030
place.gp.congestion = 0.795
port_buffers = 1
dpl.hpwl_mm = 1.25

[route]
drt_iter0_markers = 48
first_pass_iters = 4
n_antenna_cell = 0
drt-total-wl_mm = 1.85
remaining_drc_errors = 0
vias = 801
wl_per_cell_um = 8.24
antenna_left = 0
routed_via_density = 3.58

[run]
warnings = 25
drv_cap = 0

[worst_setup_path]
cp-end-kind = "flop"
r2r-start = "counter[0]$_SDFF_PP0_"
critPathKind = "flop to flop"
arrival_ps = 2000
crit_path_start = "counter[0]$_SDFF_PP0_"
required_ps = 4040
r2r_slack_ps = 2040
startpoint_type = "flop"
crit_fanout = 12

[yosys]
synth_cells = 114
numSynthFlops = 29
ys_cells = 114
yosysMostFrequentCell = "dfxtp_1"
yosys-top-cells-area = "dfxtp_1 52%, nor3_1 8.9%, xnor2_1 7.8%, xor2_1 3.1%, nand4_1 2.8%"
yosys-top-cells-count = "29 x dfxtp_1, 20 x nor3_1, 10 x xnor2_1"
ys_area_um2 = 1120
synth_top_area_share_pct = 51.8
yosysWarnings = 1
netlist-cell-type-count = 30
largest_area_cell = "dfxtp_1"
postSynth.asyncResetShare_pct = 0
edf_count = 0
synth_area_um2 = 1120
ff_type = "dfxtp_1"
ys_seq_share_pct = 51.8
syn_avg_cell_area_um2 = 9.83

[finish]
logic_area_um2 = 547
seq_area_um2 = 581
drive_gt1_share_pct = 10.9
areaGrowthSynthToFinish_pct = 25.4
nFillCells = 774
==> sequential cells by signal (all words and copies together), names as in the netlist <==
register / flops
Fdividida: 1
counter: 28
==> layout by cell type, fill, tap and decap left out, types with 4 or more instances in the layout <==
master,n
clkbuf_8,5
conb_1,10
dfxtp_1,29
nand2_1,5
nand3_1,5
nand4_1,5
nor3_1,20
nor4_1,5
xnor2_1,10
xor2_1,4
==> worst paths after layout <==
path                      endpoint  depth (start not counted)
max          counter[8]$_SDFF_PP0_                          6
min          counter[0]$_SDFF_PP0_                          1
max reg2reg  counter[8]$_SDFF_PP0_                          6
min reg2reg  counter[0]$_SDFF_PP0_                          1
==> kinds of logic after synthesis <==
kind of cell | Yosys count | share of synthesized area (%)
simple gates | 52 | 26.8
flops | 29 | 51.8
xor+xnor | 14 | 10.9
compound gates | 10 | 6.58
buf+inv | 7 | 2.45
fa+ha+maj | 1 | 1.12
other cells | 1 | 0.335
==> final cells by class <==
class                           instances  area share [%]
Multi-Input combinational cell         87            38.9
Clock inverter                          3            4.63
Inverter                                2           0.534
Timing Repair Buffer                    2            1.25
Sequential cell                        29            41.3
Tap cell                               96            8.54
Clock buffer                            5            4.89
==> through the flow <==
step                util (%)  instance area, um^2  instances  total power, mW
detailed placement      18.4                 1270        216            0.311
CTS                     20.4                 1410        224            0.673
global route            20.4                 1410        224            0.695
finish                  20.4                 1410        224            0.666
floorplan                  -                 1150        123            0.311
global placement        18.4                 1270        216            0.311
==> worst max-delay path, cell delays in order (launching register included) <==
cell	delay [ps]
dfxtp_1	390
ha_1	230
and3_1	220
o41ai_1	90
a211oi_2	430
buf_4	280
nor3_1	80
==> per-layer routing <==
layer  GRT usage, %  wire, um  vias to the layer above
met5              0         0                        -
met1           5.02       919                      359
li1               -         -                      431
met2           5.74       824                        7
met4          0.588        27                        0
met3           1.24        75                        4
==> power groups by stage <==
stage                 logic [mW]  clock network, mW  registers, mW
after CTS                0.00170              0.369          0.303
after global routing     0.00252              0.389          0.304
final                    0.00161              0.361          0.303
Power is estimated from default activity; no workload was simulated.
