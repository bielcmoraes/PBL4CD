--- flow/run.sh ---
#!/bin/bash
# OpenROAD 26Q1-2900-gdf79404cd8, Yosys 0.63+post, stock flow scripts
make -C /OpenROAD-flow-scripts/flow DESIGN_CONFIG=/design/flow/config.mk WORK_HOME=/design/flow/orfs finish
--- flow/config.mk ---
export PLATFORM = sky130hd
export DESIGN_NAME = Main
export DESIGN_NICKNAME = Main
export VERILOG_FILES = /design/flow/design.v
export SDC_FILE = /design/flow/constraint.sdc
export NUM_CORES = 4
export LEC_CHECK = 1
export CORE_AREA = 10 10 112 112
export DIE_AREA = 0 0 122 122
--- flow/constraint.sdc ---
current_design Main

set clk_period 2.2
set clk_io_pct 0.2

create_clock -name clk0 -period $clk_period [get_ports {clock}]

set non_clock_inputs [all_inputs -no_clocks]
set_input_delay [expr $clk_period * $clk_io_pct] -clock clk0 $non_clock_inputs
set_output_delay [expr $clk_period * $clk_io_pct] -clock clk0 [all_outputs]
--- flow/design.v ---
module CaseDisplay7Segmentos (Livre, Pare, Erro, Full, Clock, ClockMetade, Output);
	input Clock, ClockMetade, Livre, Pare, Erro, Full;
	output reg [3:0] Output;
	always @(*) begin
		Output <= 4'b1000;
		if (Livre)
		begin
			case ({Clock, ClockMetade})
			2'b00: Output <= 4'b0000;  
			2'b01: Output <= 4'b0001;  
			2'b10: Output <= 4'b0010;  
			2'b11: Output <= 4'b0010;  
			endcase
		end
		else if (Pare)
		begin
			case ({Clock, ClockMetade})
			2'b00: Output <= 4'b0011;  
			2'b01: Output <= 4'b0100;  
			2'b10: Output <= 4'b0001;  
			2'b11: Output <= 4'b0010;  
			endcase
		end
		else if (Erro)
		begin
			case ({Clock, ClockMetade})
			2'b00: Output <= 4'b0010;  
			2'b01: Output <= 4'b0001;  
			2'b10: Output <= 4'b0001;  
			2'b11: Output <= 4'b0101;  
			endcase
		end
		else if (Full)
		begin
			case ({Clock, ClockMetade})
			2'b00: Output <= 4'b0000;  
			2'b01: Output <= 4'b0110;  
			2'b10: Output <= 4'b0111;  
			2'b11: Output <= 4'b0111;  
			endcase
		end
	end
endmodule
module ContaAte20 (CLK, Tempo);
	input CLK;  
	output reg Tempo;  
	reg[27:0] counter=28'd0;
	parameter DIVISOR = 28'd1000000000;
	always @(negedge CLK)
		begin
			counter <= counter + 28'd1;
			if(counter>=(DIVISOR-1))
			begin
				counter <= 28'd0;
				Tempo <= 1'b1;
			end
			else
				Tempo <= 1'b0;
	end
endmodule 
module ControlaFluxo (Clock, SE, SI, Full, Contador, Senha, ErroSenha, SenhaErro, reset, Liberado, Pare, Bloqueado, state);
	input	Clock, SE, SI, Full, Contador, Senha, ErroSenha, reset;
	output reg Liberado, Pare, Bloqueado, SenhaErro;
	output reg [3:0]state;
	parameter Inicial = 0, EsperandoSenha = 1, Estacionando = 2, PareImediatamente = 3, SistemaBloqueado = 4;
	always @ (posedge Clock or posedge reset) begin
		if (reset)
			state <= Inicial;
		else
			case (state)
				Inicial:
					if (Full)
						state <= SistemaBloqueado;
					else if (SE & ~Full)
						state <= EsperandoSenha;
				EsperandoSenha:
					if (Senha & ~Full)
						state <= Estacionando;
					else if (~Senha & ~Full)
						state <= EsperandoSenha;
					else if (Contador)
						state <= Inicial;
					else if (Full)
						state <= SistemaBloqueado; 
				Estacionando:
					if (~SE & SI)
						state <= Estacionando;
					else if (SE & SI)
						state <= PareImediatamente;
					else if (~SE & ~SI)
						state <= Inicial;
				PareImediatamente:
					if (SE & SI)
						state <= PareImediatamente;
					else
						state <= Inicial;
				SistemaBloqueado:
					if (Full)
						state <= SistemaBloqueado;
					else if (~Full)
						state <= Inicial;
				default:
					state <= Inicial;
			endcase
	end
	always @ (posedge Clock)
	begin
	Liberado = 1'b0; 
	Pare = 1'b0;  
	Bloqueado = 1'b0;
		case (state)
			Inicial:
				if (Full)
				begin
					Liberado = 1'b0; 
					Pare = 1'b0;  
					Bloqueado = 1'b1;
					SenhaErro = 1'b0;
				end
			EsperandoSenha:
				if (Full)
				begin
					Liberado = 1'b0; 
					Pare = 1'b0;  
					Bloqueado = 1'b1;
					SenhaErro = 1'b0;
				end
				else if (Senha)
				begin
					Liberado = 1'b0; 
					Pare = 1'b0;  
					Bloqueado = 1'b0;
					SenhaErro = 1'b0;
				end
				else if (~Senha & ErroSenha)
				begin
					Liberado = 1'b0; 
					Pare = 1'b0;  
					Bloqueado = 1'b0;
					SenhaErro = 1'b1;
				end
			Estacionando:
				if (~SE & ~SI)
				begin
					Liberado = 1'b1; 
					Pare = 1'b0;  
					Bloqueado = 1'b0;
				end
				else if (SI & SE)
				begin
					Liberado = 1'b0; 
					Pare = 1'b1;  
					Bloqueado = 1'b0;
				end
				else if (Senha)
				begin
					Liberado = 1'b1; 
					Pare = 1'b0;  
					Bloqueado = 1'b0;
				end
				else
					Liberado = 1'b1;
			PareImediatamente:
				if (SI & SE)
				begin
					Liberado = 1'b1; 
					Pare = 1'b1;  
					Bloqueado = 1'b0;
				end
			SistemaBloqueado:
				if (Full)
				begin
					Liberado = 1'b0; 
					Pare = 1'b0;  
					Bloqueado = 1'b1;
				end
		default:
		begin
			Liberado = 1'b0; 
			Pare = 1'b0;  
			Bloqueado = 1'b0;
		end
		endcase
	end
endmodule
module DecodificadorDisplay (value, convert, Ponto);
	input [3:0] value;
	output reg [6:0] convert;
	output reg Ponto;
	always @* begin
		Ponto = 1'b1;
		case (value)  
			4'b0000: convert = 7'b0111000;  
			4'b0001: convert = 7'b1111010;  
			4'b0010: convert = 7'b0110000;  
			4'b0011: convert = 7'b0011000;  
			4'b0100: convert = 7'b0001000;  
			4'b0101: convert = 7'b1100010;  
			4'b0110: convert = 7'b1000001;  
			4'b0111: convert = 7'b1110001;	 
			default: convert = 7'b1111111;
		endcase
	end
endmodule 
module DigitoAceso (Clock, ClockMetade, Output);
	input Clock, ClockMetade;
	output reg [3:0] Output;
	always @(*) begin
		Output[0] = 1'b1;
		Output[1] = 1'b1;
		Output[2] = 1'b1;
		Output[3] = 1'b1;
		case ({Clock, ClockMetade})
			2'b00: Output[0] <= 1'b0;
			2'b01: Output[1] <= 1'b0;
			2'b10: Output[2] <= 1'b0;
			2'b11: Output[3] <= 1'b0;
		endcase
	end
endmodule 
module DisplayModule (Clock, Livre, Pare, Erro, Full, Output, DigitoLigado, Ponto);
	input Clock, Livre, Pare, Erro, Full;
	wire ClockMetade;
	wire [3:0] valorMux;
	output [6:0] Output;
	output [3:0] DigitoLigado;
	output Ponto;
	FlipFlopT divideMetade (.Clock(Clock), .rstn(1'b1), .T(1'b1), .Q(ClockMetade));
	CaseDisplay7Segmentos case1 (.Livre(Livre), .Pare(Pare), .Erro(Erro), .Full(Full), .Clock(Clock), .ClockMetade(ClockMetade), .Output(valorMux));
	DigitoAceso Demux1 (.Clock(Clock), .ClockMetade(ClockMetade), .Output(DigitoLigado));
	DecodificadorDisplay decodificador1 (.value(valorMux), .convert(Output), .Ponto(Ponto));
endmodule 
module FazPiscar (Sinal, Clk, Pulse);
	input Sinal, Clk;
	output Pulse;
	wire ClkReduzido;
	Frequencia1S Periodo1S (.Pulse(Clk), .view(ClkReduzido));
	and(Pulse, ClkReduzido, Sinal);
endmodule 
module FlipFlopT (Clock, rstn, T, Q);
	input Clock, rstn, T;
	output reg Q;
  always @ (posedge Clock) begin  
    if (!rstn)  
      Q <= 0;  
    else  
        if (T)  
            Q <= ~Q;  
        else  
            Q <= Q;  
  end  
endmodule  
module Frequencia1S (Pulse, view);
	input Pulse;  
	output reg view;  
	reg[27:0] counter=28'd0;
	parameter DIVISOR = 28'd100000000;  
	always @(posedge Pulse)
	begin
	 counter <= counter + 28'd1;
	 if(counter>=(DIVISOR-1))
		counter <= 28'd0;
		view <= (counter<DIVISOR/2)?1'b1:1'b0;
	end
endmodule 
module Frequencia700Hz (Pulse, view);
	input Pulse;  
	output reg view;  
	reg[27:0] counter=28'd0;
	parameter DIVISOR = 28'd71429;
	always @(posedge Pulse)
	begin
	 counter <= counter + 28'd1;
	 if(counter>=(DIVISOR-1))
		counter <= 28'd0;
		view <= (counter<DIVISOR/2)?1'b1:1'b0;
	end
endmodule 
module LevelToPulseMealy
(
	input	clk, data_in, reset,
	output reg data_out
);
	reg [1:0]state;
	parameter S0 = 0, S1 = 1;
	always @ (posedge clk or posedge reset) begin
		if (reset)
			state <= S0;
		else
			case (state)
				S0:
					if (data_in)
					begin
						state <= S1;
					end
					else
					begin
						state <= S0;
					end
				S1:
					if (data_in)
					begin
						state <= S1;
					end
					else
					begin
						state <= S0;
					end
			endcase
	end
	always @ (posedge clk)
	begin
		case (state)
			S0:
				if (data_in)
				begin
					data_out = 1'b1;
				end
				else
				begin
					data_out = 1'b0;
				end
			S1:
				if (data_in)
				begin
					data_out = 1'b0;
				end
				else
				begin
					data_out = 1'b0;
				end
		endcase
	end
endmodule 
module Main (clock, SE, SI, Cheio, Buton, CancelaAberta, PareAzul, Display, DigitoDisplay, Ponto, CodigoErrado);
	input clock, SE, SI, Cheio;
	input [3:0] Buton;
	output CancelaAberta, PareAzul, CodigoErrado, Ponto;
	output [6:0] Display;
	output [3:0] DigitoDisplay;
	wire [3:0] Botao;
	wire ContadorGatilho, SenhaCorreta, ErroCodigo, GatilhoState, GatilhoTime;
	wire ClockMenor, PareFio;
	wire [2:0] state;
	Frequencia700Hz divide700 (.Pulse(clock), .view(ClockMenor));
	LevelToPulseMealy B0 (.clk(ClockMenor), .data_in(Buton[0]), .reset(), .data_out(Botao[0]));
	LevelToPulseMealy B1 (.clk(ClockMenor), .data_in(Buton[1]), .reset(), .data_out(Botao[1]));
	LevelToPulseMealy B2 (.clk(ClockMenor), .data_in(Buton[2]), .reset(), .data_out(Botao[2]));
	LevelToPulseMealy B3 (.clk(ClockMenor), .data_in(Buton[3]), .reset(), .data_out(Botao[3]));
	ControlaFluxo MEFPrincipal (.Clock(ClockMenor), .SE(SE), .SI(SI), .Full(Cheio), .Contador(ContadorGatilho), .Senha(SenhaCorreta), .reset(), .Liberado(CancelaAberta), .Pare(PareFio), .Bloqueado(Bloqueado), .state(state), .ErroSenha(ErroCodigo), .SenhaErro(CodigoErrado));
	and (GatilhoState, ~state[0], ~state[1], state[2]);
	and (GatilhoTime, ClockMenor, GatilhoState);
	ContaAte20 Tempo20s (.CLK(GatilhoState), .Tempo(ContadorGatilho));
	VerificaSenha VericadorSenha (.clk(ClockMenor), .b1(Botao[0]), .b2(Botao[1]), .b3(Botao[2]), .b4(Botao[3]), .reset(), .acertou(SenhaCorreta), .errou(ErroCodigo));
	DisplayModule Display7Seg (.Clock(ClockMenor), .Livre(CancelaAberta), .Pare(PareFio), .Erro(CodigoErrado), .Full(Cheio), .Output(Display), .DigitoLigado(DigitoDisplay), .Ponto(Ponto));
	FazPiscar AzulPiscando(.Sinal(PareFio), .Clk(clock), .Pulse(PareAzul));
endmodule 
module VerificaSenha
(
	input	clk, b1, b2, b3, b4, reset,
	output reg acertou, errou
);
	reg [1:0]state;
	parameter S0 = 0, S1 = 1, S2 = 2, S3 = 3;
	always @ (posedge clk or posedge reset) begin
		if (reset)
			state <= S0;
		else
			case (state)
				S0:
					if (b1)
						state <= S1;
					else
						state <= S0;
				S1:
					if (b2)
						state <= S2;
					else if (~b1 & ~b2 & ~b3 & ~b4)
						state <= S1;
					else
						state <= S0;
				S2:
					if (b3)
						state <= S3;
					else if (~b1 & ~b2 & ~b3 & ~b4)
						state <= S2;
					else
						state <= S0;
				S3:
					if (b4)
						state <= S0;
					else if (~b1 & ~b2 & ~b3 & ~b4)
						state <= S3;
					else
						state <= S0;
			endcase
	end
	always @ (posedge clk)
	begin
		case (state)
			S0:
				if (~b1 & (b2 | b3 | b4))
				begin
					acertou = 1'b0;
					errou = 1'b1;
				end
				else if (b1 & ~b2 & ~b3 & ~b4)
				begin
					acertou = 1'b0;
					errou = 1'b0;
				end
				else
				begin
					errou = 1'b0;
					acertou = 1'b0;
				end
			S1:
				if (~b2 & (b1 | b3 | b4))
				begin
					acertou = 1'b0;
					errou = 1'b1;
				end
				else if (b2 & ~b1 & ~b3 & ~b4)
				begin
					acertou = 1'b0;
					errou = 1'b0;
				end
				else
				begin
					errou = 1'b0;
					acertou = 1'b0;
				end
			S2:
				if (~b3 & (b1 | b2 | b4))
				begin
					acertou = 1'b0;
					errou = 1'b1;
				end
				else if (b3 & ~b1 & ~b2 & ~b4)
				begin
					acertou = 1'b0;
					errou = 1'b0;
				end
				else
				begin
					errou = 1'b0;
					acertou = 1'b0;
				end
			S3:
				if (~b4 & (b1 | b2 | b3))
				begin
					acertou = 1'b0;
					errou = 1'b1;
				end
				else if (b4 & ~b1 & ~b2 & ~b3)
				begin
					acertou = 1'b1;  
					errou = 1'b0;
				end
				else
				begin
					errou = 1'b0;
					acertou = 1'b0;
				end
		endcase
	end
endmodule 
==> impl_summary.log <==
[report] extracting results
INFO  metric floorplan.io_pins = 23
INFO  metric area_growth_syn_to_layout = 29.8%
INFO  metric route.antenna.diode_count = 0
INFO  metric ctsRootBufferMaster = sky130_fd_sc_hd__clkbuf_8
INFO  metric synthDistinctLibCells = 35
INFO  metric wl_per_cell = 8.11 um
INFO  metric hold_viol_final = 0
INFO  metric grt.met2_usage = 4.54%
INFO  metric detail_route.iter0.violations = 31
INFO  metric number_of_antenna_violations_at_the_first_check_in_global_routing = 0
INFO  metric timing.critical_path.to_type = output pin
INFO  metric max_slew_margin = 43.0%
INFO  metric global_route.peak_usage_layer = met1
INFO  metric power_per_cell_area = 578 nW/um^2
INFO  metric cts_buffers = 5
INFO  metric critPathMostFrequentCell = sky130_fd_sc_hd__clkdlybuf4s50_1
INFO  metric gr-usage-all-layers = 3.27%
INFO  metric layout_top_cells_excl_fill_tap = 30 x sky130_fd_sc_hd__dfxtp_1, 15 x sky130_fd_sc_hd__conb_1, 12 x sky130_fd_sc_hd__clkdlybuf4s50_1
INFO  metric setup_viol_count_final = 0
INFO  metric fill_cells = 1115
INFO  metric placementRows = 37
INFO  metric syn-mean-instance-area = 9.92 sq um
INFO  metric gr-usage-met1 = 4.78%
INFO  metric die_width = 122 um
INFO  metric post_synthesis_cell_area = 1320 sq um
INFO  metric dpl.hpwl = 1810 um
INFO  metric post_cts_resized = 0
INFO  metric routed_wl = 2410 um
INFO  metric worst_path_max_delay_cell = sky130_fd_sc_hd__clkdlybuf4s50_1
INFO  metric crit_family = buffers and inverters
INFO  metric synth-main-ff-cell = sky130_fd_sc_hd__dfxtp_1
INFO  metric clk_ins_delay_skew_pair = 0.28 ns
INFO  metric timing.setup.critical_path_class = input port to output pin
INFO  metric design_power_total = 0.000990 W
INFO  metric drt-pass1-iter-count = 4
INFO  metric max_cap_viol_count = 0
INFO  metric clk_pin_slew_worst_paths = 0.06 ns
INFO  metric drive_above_1_share = 19.9%
INFO  metric synth-warning-count = 19
INFO  metric placement.cell_area = 1620 sq um
INFO  metric synthArstFlopShare = 0%
INFO  metric timing.critical_path.from_type = input port
INFO  metric post_cts_setup_buffers = 0
INFO  metric hold_path.class = register to register
INFO  metric slew_violations = 0
INFO  metric multi_input_combinational_cell_area = 678 sq um
INFO  metric port-buffer-count = 12
INFO  metric switching_part_of_the_total = 22.5%
INFO  metric cell_count_listed_in_synth_stat_txt = 133
INFO  metric grt_overflow = 0
INFO  metric pwr-share-comb = 1.7%
INFO  metric timing.critical_path.fanout_max = 4
INFO  metric final_core_utilization = 16.7%
INFO  metric vias_per_cell = 3.20
INFO  metric openroad.warnings = 31
INFO  metric drc_errors = 0
INFO  metric cts_buffer_depth = 2
INFO  metric register_area = 601 sq um
INFO  metric sequentialPowerShare = 54.4%
INFO  metric slowest_delay = 0.47 ns
INFO  metric chip_height = 122 um
INFO  metric worst_ep_required_time = 1.76 ns
INFO  metric synth_flops = 30
INFO  metric syn-instance-count = 133
INFO  metric total_leakage_power = 0.534 nW
INFO  metric cts_htree_levels = 2
INFO  metric count_of_hold_buffers_inserted_by_post_cts_repair = 0
INFO  metric timing.fmax = 0.469 GHz
INFO  metric worst_slew_pin_slew = 0.856 ns
INFO  metric ys_seq_share = 45.5%
INFO  metric number_of_flops_mapped_to_enable_cells_by_yosys = 0
INFO  metric chip_area = 14900 sq um
INFO  metric power.net_switching = 0.000223 W
INFO  metric irDropWorstVdd = 0.326 mV
INFO  metric register_to_register_path_setup_slack = 0.31 ns
INFO  metric placeableCoreArea = 10200 sq um
INFO  metric finalCritPeriodShare = 96.9%
INFO  metric cp_buf_inv_count = 3
INFO  metric first_global_vias = 916
INFO  metric cp_data_arrival_time = 1.69 ns
INFO  metric drtAntennaViolNets = 0
INFO  metric fin_hold_ws = 0.501 ns
INFO  metric power.internal = 0.000768 W
INFO  metric outcome = completed
INFO  metric grt_setup_unrepaired = no
INFO  metric layout_min_cycle_time = 2.13 ns
INFO  metric layout.cells.most_common = sky130_fd_sc_hd__dfxtp_1
INFO  metric path_cells = clkdlybuf4s50_1 -> inv_1 -> or2_2 -> clkdlybuf4s50_1
INFO  metric met3_track_utilization_from_global_routing = 1.27%
INFO  metric fin_worst_skew = 0.00429 ns
INFO  metric synth.yosys.chip_area = 1320 sq um
INFO  metric finalSetupTns = 0 ns
INFO  metric tritoncts_clock_tree = built
INFO  metric largest_net_degree_at_the_start_of_global_routing = 15
INFO  metric design_area = 1710 sq um
INFO  metric count_of_unclocked_register_or_latch_pins = 1
INFO  metric untimed_endpoints = 1
INFO  metric gp_congestion = 0.800
INFO  metric fp_util = 12.9%
INFO  metric vias = 950
INFO  metric grt_first_pass_wirelength = 4160 um
INFO  metric power.share.clock = 43.9%
[cell usage after synthesis, types with 2 or more instances]
cell type,count,area share [%]
sky130_fd_sc_hd__dfxtp_1,30,45
sky130_fd_sc_hd__nor3_1,11,4.2
sky130_fd_sc_hd__nor3_2,10,7.6
sky130_fd_sc_hd__xnor2_1,9,6.0
sky130_fd_sc_hd__buf_4,7,4.0
sky130_fd_sc_hd__nand2_1,7,2.0
sky130_fd_sc_hd__inv_1,6,1.7
sky130_fd_sc_hd__nand3_1,6,2.3
sky130_fd_sc_hd__nor4_1,6,2.8
sky130_fd_sc_hd__nand4_1,5,2.4
sky130_fd_sc_hd__or2_2,4,1.9
sky130_fd_sc_hd__xor2_1,4,2.7
sky130_fd_sc_hd__and3_1,3,1.4
sky130_fd_sc_hd__conb_1,2,0.57
sky130_fd_sc_hd__nor2_1,2,0.57
sky130_fd_sc_hd__o21ai_0,2,0.76
[worst register-to-register path, delay by kind of cell (launching register included)]
family,cells,cell delay [ns]
simple gates,2,0.71
compound gates,2,0.49
flops,1,0.37
buf+inv,1,0.24
[metal layers]
| metal | wire length (um) | part of all wire [%] |
|---|---|---|
| met4 | 40 | 1.7 |
| met3 | 209 | 8.7 |
| met2 | 946 | 39 |
| met5 | 0 | 0 |
| met1 | 1210 | 50 |
[worst paths after layout]
path | start | end | cells after the start
worst max register to register | divide700.counter[5]$_SDFF_PP0_ | divide700.counter[7]$_SDFF_PP0_ | 5
worst min register to register | divide700.counter[15]$_SDFF_PP0_ | divide700.view$_DFF_P_ | 1
worst min-delay path | divide700.counter[15]$_SDFF_PP0_ | divide700.view$_DFF_P_ | 1
worst max-delay path | Cheio | Display[5] | 4
[power groups by stage]
stage / sequential (W) / clock (W) / combinational (W)
CTS: 0.000539 / 0.000446 / 0.0000179
global route: 0.000539 / 0.000474 / 0.0000202
finish: 0.000539 / 0.000435 / 0.0000169
[stage by stage]
stage / cells / worst slack (ns)
after floorplan: 146 / 0.565
after global placement: 289 / 0.0603
after detailed placement: 289 / 0.0619
after CTS: 297 / 0.0551
after global routing: 297 / 0.00910
final: 297 / 0.0682
[cells by family (layout without fill, tap and decap cells)]
family	Yosys count	in the layout	share of synthesized area (%)
AND/OR/NAND/NOR	63	63	31.9
flip-flops	30	30	45.5
buffers and inverters	15	30	6.82
XOR/XNOR	13	13	8.63
AND-OR/OR-AND	9	9	5.69
other	2	15	0.569
adder cells (fa/ha/maj)	1	1	0.948
[sequential cells by signal, summed over array words and instances (netlist names)]
register and count:
divide700.view 1, divide700.counter 28, Display7Seg.divideMetade.Q 1
[final cells by class]
type | count | share of cell area [%]
clock buffer | 5 | 4.02
clock inverter | 3 | 1.31
inverter | 6 | 1.31
multi-input combinational | 101 | 39.6
sequential | 30 | 35.1
tap | 136 | 9.93
timing repair buffer | 16 | 8.77
Power is estimated from default activity; no workload was simulated.
